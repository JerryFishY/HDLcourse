[flow/run.sh]
#!/bin/bash
# OpenROAD 26Q1-2900-gdf79404cd8, Yosys 0.63+post, stock flow scripts
make -C /OpenROAD-flow-scripts/flow DESIGN_CONFIG=/design/flow/config.mk WORK_HOME=/design/flow/orfs finish
[flow/config.mk]
export PLATFORM = sky130hd
export DESIGN_NAME = top
export DESIGN_NICKNAME = top
export VERILOG_FILES = /design/flow/design.v
export SDC_FILE = /design/flow/constraint.sdc
export NUM_CORES = 4
export LEC_CHECK = 1
export CORE_UTILIZATION = 50
[flow/constraint.sdc]
current_design top

set clk_period 3.5
set clk_io_pct 0.2

create_clock -name clk0 -period $clk_period [get_ports {clk}]

set non_clock_inputs [all_inputs -no_clocks]
set_input_delay [expr $clk_period * $clk_io_pct] -clock clk0 $non_clock_inputs
set_output_delay [expr $clk_period * $clk_io_pct] -clock clk0 [all_outputs]
[flow/design.v]
module FIFO_64x8 #(
parameter DEPTH = 6,        
parameter WIDTH = 8,
MAX_COUNT = (1 << DEPTH)
)(
input wire clk ,                 
input wire reset_n ,             
input [WIDTH-1:0] data_i ,       
input wire rd_en ,               
input wire wr_en ,               
output reg[WIDTH-1:0] data_o ,   
output reg overflow ,            
output reg underflow             
);
reg [DEPTH-1 : 0] tail;                        
reg [DEPTH-1 : 0] head;                        
reg [DEPTH-1 : 0] count;                       
reg [WIDTH-1 : 0] fifomem [MAX_COUNT - 1 : 0];  
always@(posedge clk)  
    if(rd_en)
        data_o <= fifomem[tail];
always@(posedge clk)  
    if(wr_en)
        fifomem[head] <= data_i;
always@(posedge clk)  
    if(!reset_n)
        head <= 0;
    else if(wr_en)
        head <= head + 1'b1;
always@(posedge clk)  
    if(!reset_n)
        tail <= 0;
    else if(rd_en)
        tail <= tail + 1'b1;
always@(posedge clk)  
    if(!reset_n)
        count <= 0;
    else
        case({rd_en,wr_en})
            2'b00: count <= count;
            2'b01: count <= count + 1'b1;
            2'b10: count <= count - 1'b1;
            2'b11: count <= count;
            default: count <= 'bx;
        endcase
always @(*) begin  
    overflow = count[(DEPTH-1)-:2] == 2'b11;
    underflow = count[(DEPTH-1)-:2] == 2'b00;
end
endmodule
module data_trans(
    input wire reset_n,         
    input wire clk,             
    input wire start,           
    input wire [7:0] data_in,   
    input wire byt,             
    output reg [7:0] data_o,    
    output reg data_en          
);
reg [3:0] half_data;
reg half_byte_received;
always @(posedge clk or negedge reset_n) begin
    if (!reset_n) begin
        data_o <= 8'b0;
        data_en <= 0;
        half_data <= 4'b0;
        half_byte_received <= 0;
    end
    else if (start) begin
        if (byt) begin
            if(!half_byte_received) begin
            data_o <= data_in;
            data_en <= 1;  
            end else begin
                data_o <= {half_data,data_in[7:4]};
                data_en <= 1;  
                half_byte_received <= 1;
                half_data <= data_in[3:0];
            end
        end else begin
            if (!half_byte_received) begin
                half_data <= data_in[3:0];
                half_byte_received <= 1;
                data_en <= 0;  
            end else begin
                data_o <= {half_data, data_in[3:0]};
                half_byte_received <= 0;
                data_en <= 1;  
            end
        end
    end else begin
        data_o <= 8'b0;
        data_en <= 0;  
    end
end
endmodule
module data_mod(
input wire clk ,         
input wire reset_n,      
input wire rdy ,         
input wire [7:0] data_in,  
output reg mod_en ,      
output reg rd ,          
output reg [4:0] dmod    
);
localparam START = 0;
localparam DATA_IN4_0 = 1;
localparam DATA_IN1_0_DATA_R7_5 = 2;
localparam DATA_R6_2 = 3;
localparam DATA_IN3_0_DATA_R7 = 4;
localparam DATA_IN0_DATA_R7_4 = 5;
localparam DATA_R5_1 = 6;
localparam DATA_IN2_0_DATA_R7_6 = 7;
localparam DATA_R7_3 = 8;
reg [7:0] buffer;
reg [3:0] state,next_state ;
always @(*) begin
    case(state)
        START : next_state = DATA_IN4_0 ;
        DATA_IN4_0 : next_state = DATA_IN1_0_DATA_R7_5;
        DATA_IN1_0_DATA_R7_5 : next_state = DATA_R6_2 ;
        DATA_R6_2 : next_state = DATA_IN3_0_DATA_R7 ;
        DATA_IN3_0_DATA_R7 : next_state = DATA_IN0_DATA_R7_4 ;
        DATA_IN0_DATA_R7_4 : next_state = DATA_R5_1 ;
        DATA_R5_1 : next_state = DATA_IN2_0_DATA_R7_6;
        DATA_IN2_0_DATA_R7_6 : next_state = DATA_R7_3 ;
        DATA_R7_3 : next_state = DATA_IN4_0 ;
        default : next_state = START ;
    endcase
end
always @(*) begin
    case (state)
        START : rd = 1'b1 & rdy;
        DATA_IN4_0 : rd = 1'b1 & rdy;
        DATA_IN1_0_DATA_R7_5 : rd = 1'b0 ;
        DATA_R6_2 : rd = 1'b1 & rdy;
        DATA_IN3_0_DATA_R7 : rd = 1'b1 & rdy;
        DATA_IN0_DATA_R7_4 : rd = 1'b0 ;
        DATA_R5_1 : rd = 1'b1 & rdy;
        DATA_IN2_0_DATA_R7_6 : rd = 1'b0 ;
        DATA_R7_3 : rd = 1'b1 & rdy;
        default : rd = 1'b0 ;
    endcase
end
always @(*) begin
    case (state)
        START : dmod = 5'b0 ;
        DATA_IN4_0 : dmod = data_in[4:0] ;
        DATA_IN1_0_DATA_R7_5 : dmod = {data_in[1:0], buffer[7:5]};
        DATA_R6_2 : dmod = buffer[6:2] ;
        DATA_IN3_0_DATA_R7 : dmod = {data_in[3:0], buffer[7]} ;
        DATA_IN0_DATA_R7_4 : dmod = {data_in[0], buffer[7:4]} ;
        DATA_R5_1 : dmod = buffer[5:1] ;
        DATA_IN2_0_DATA_R7_6 : dmod = {data_in[2:0], buffer[7:6]};
        DATA_R7_3 : dmod = buffer[7:3] ;
        default : dmod = 5'b0 ;
    endcase
end
always @ (posedge clk or negedge reset_n)begin
    if(!reset_n) begin
        state <= START;
        buffer <= 7'b0;
        mod_en <= 1'b0;
    end else if (rdy) begin
        state <= next_state;
        buffer <= data_in;
        mod_en <= rdy;
    end
end
endmodule
module top(
    input wire start,                     
    input wire [7:0] data_in,             
    input wire byt,                       
    input wire reset_n,                   
    input wire clk,                       
    output reg full,                      
    output reg [4:0] dmod,
    output mod_en
);
wire [7:0] data_o_trans;
wire data_en_trans;
wire rd_en_fifo,empty;
wire [7:0] data_o_fifo;
wire full_fifo;
wire [4:0] dmod_fifo;
always@(*) 
    full = full_fifo;
always@(*) 
    dmod = dmod_fifo;
data_trans u1(
    .reset_n(reset_n),
    .clk(clk),
    .start(start),
    .data_in(data_in),
    .byt(byt),
    .data_o(data_o_trans),
    .data_en(data_en_trans)
);
FIFO_64x8 #(
    .DEPTH(3),
    .WIDTH(8)
) u2 (
    .reset_n(reset_n),
    .clk(clk),
    .data_i(data_o_trans),
    .wr_en(data_en_trans),
    .rd_en(rd_en_fifo),
    .data_o(data_o_fifo),
    .overflow(full_fifo),
    .underflow(empty)
);
data_mod u3(
    .clk(clk),
    .reset_n(reset_n),
    .rdy(~empty),
    .data_in(data_o_fifo),
    .mod_en(mod_en),
    .rd(rd_en_fifo),
    .dmod(dmod_fifo)
);
endmodule
==> Slide: Implementation Results <==
Physical Implementation Snapshot

Status
  • Status: finished clean

Final timing
  • Relative slew slack: 47.4%
  • Max-slew violation count: 0
  • Peak Freq: 0.330 GHz
  • Endpoints failing setup: 0
  • Period utilization: 86.6%
  • Slew @ Worst Pin: 787 ps
  • Final min period: 3030 ps
  • Hold Fails Final Rpt: 0
  • Setup TNS: 0 ps
  • RSZ-0062 raised after global routing: false
  • Clock skew: 18.2 ps

Synthesis
  • Synth Flop Type: edfxtp_1
  • AO/OA Area Share: 6.00%
  • Syn Inst Count: 314
  • Syn. warnings: 4
  • Adder Area Share: 2.79%
  • EDFF count, synth: 72
  • Asr flop ratio synth: 24.3%
  • Seq share, synth: 62.9%
  • Top logic family: multiplexers
  • Synth Area per Inst: 15.2 um^2
  • Xor/xnor cell area share of the yosys netlist: 0.920%
  • Yosys Instances: 314
  • Ys flops: 107
  • Mapped Area: 4760 um^2
  • MUX share of area: 17.4%
  • Simple-Gate Fraction of Synth Area: 7.28%
  • YS chip area: 4760 um^2
  • Distinct lib cells: 45

Clock tree
  • Setup Fix Bufs, Post-CTS: 0
  • Reg clk slew, reported paths: 110 ps
  • Hold_buf cts: 0
  • Resized cells post-CTS: 0
  • H-tree depth: 3
  • Num CTS Buffers: 9
  • CTS root buf: clkbuf_8
  • Worst-skew pair later-pin latency: 360 ps
  • CTS tree: done
  • Clk sinks: 107
  • Clock Tree Buf Depth: 2

Floorplanning
  • Site row count: 35
  • FP Util: 51.5%
  • Die Height: 99.6 um
  • # IOs: 19
  • Core Region: 9240 um^2
  • Die Width: 99.6 um
  • Die ar.: 9910 um^2

Route
  • WL per Instance: 15.9 um
  • DR iter-0 viols: 52
  • Remaining DRCs: 0
  • WL final: 7450 um
  • Iteration count of the initial detailed-routing pass: 4
  • Routed vias/inst: 5.34
  • Total number of vias: 2496
  • Post-route ant nets: 0
  • Ant diodes: 0

Setup path
  • Internal reg-to-reg setup slack: 750 ps
  • FF-to-FF path depth: 11
  • Req. time, crit path: 2800 ps
  • Largest stage delay, worst path: 470 ps
  • Worst R2R Start: u3.state[0]$_DFFE_PN0N_
  • CP Cell Sequence: inv_1, ha_1, nor2b_1, and2_1, a22oi_1, o21ai_1, clkdlybuf4s50_1
  • Crit Path Max Fanout: 8
  • RR Endpoint: u2.count[2]$_SDFFE_PN0N_
  • Worst setup SP type: register
  • Kind of critical path: reg -> out
  • Delay-heaviest family, CP: buffers and inverters
  • Worst EP arrival: 2330 ps
  • Setup crit end kind: primary output
  • CP max stage cell: clkdlybuf4s50_1
  • Worst path bufs/invs: 2

Pwr
  • Leakage: 1.91 nW
  • Worst VDD drop: 370 uV
  • Power Total: 3.94 mW
  • P per Cell Area: 745 nW/um^2

GRT
  • Initial antenna violation count: 0
  • Vias in the first global route: 2429
  • Largest net degree at the start of global routing: 22
  • First-pass GRT wire length: 12300 um
  • Overflow after GRT: 0
  • GRT Resource Usage Total: 17.5%

Min path
  • Worst Hold Class: in -> async

Layout
  • Final Cell Area: 5290 um^2
  • Layout area overhead: 11.3%
  • Most used logic cell in the final layout: edfxtp_1
  • Top cells excl fill/tap: 72 x edfxtp_1, 26 x dfrtp_1, 25 x nand2_1, 17 x clkdlybuf4s50_1, 16 x mux2i_1
  • Layout cell share with drive strength beyond 1: 15.4%

Run
  • Max-Cap Viols: 0
  • Tool Warnings: 29

Place
  • Cell Area, Placed: 5050 um^2
  • Final Wtd Congestion: 0.832
  • IO Port Bufs: 18
  • DPL Wire Length: 5110 um
where the power goes:
part           switching (mW)  internal (mW)
Combinational           0.500          0.645
Sequential              0.265           1.67
Clock                   0.441          0.421
Total                    1.21           2.74
per-layer routing:
layer  share of wire, %  wire length, um  global-route usage [%]
met1                 43             3210                    27.0
met4               0.50               37                    1.81
met5                  0                0                       0
met3                3.8              286                    4.93
met2                 53             3910                    28.8
cell families (layout without fill, tap and decap cells):
kind of cell | after synthesis | count (layout)
AND-OR/OR-AND | 44 | 44
buffers and inverters | 26 | 50
flip-flops | 107 | 107
adder cells (fa/ha/maj) | 10 | 10
XOR/XNOR | 5 | 5
multiplexers | 54 | 54
AND/OR/NAND/NOR | 68 | 68
how the worst max path moves through the flow:
stage / slack (ps) / endpoint / cells after the start / from
6_report: 470 / dmod[0] / 7 / u3.state[0]$_DFFE_PN0N_
5_1_grt: 270 / dmod[0] / 7 / u3.state[0]$_DFFE_PN0N_
4_1_cts: 430 / dmod[0] / 7 / u3.state[0]$_DFFE_PN0N_
registers in the layout, indices dropped and copies added (netlist names), 3 cells and up:
name	flops
u2.count	3
u2.fifomem	64
u3.state	4
u1.half_data	4
u2.data_o	8
u3.buffer	7
u1.data_o	8
u2.head	3
u2.tail	3
per-stage QoR:
step | worst slack (ps) | util [%] | hold slack (ps) | cells
global placement | 852 | 54.7 | 436 | 451
finish | 468 | 57.3 | 247 | 467
floorplan | 498 | - | 404 | 314
global route | 267 | 57.3 | 235 | 467
CTS | 427 | 57.3 | 238 | 467
detailed placement | 755 | 54.7 | 441 | 451
cell usage after synthesis (3+ instances only):
cell	number	area, um^2
ha_1	9	113
mux2_1	6	67.6
dfxtp_1	9	180
a21oi_1	10	50.1
buf_2	5	25.0
nor2_1	11	41.3
mux2_4	8	120
nor2b_1	6	37.5
mux4_1	8	210
mux4_2	8	180
inv_1	9	33.8
a22oi_1	9	67.6
nand2_1	25	93.8
or3_1	3	18.8
clkbuf_1	9	33.8
o21ai_0	10	50.1
mux2_2	8	90.1
nand2b_1	7	43.8
and2_1	6	37.5
dfrtp_1	26	651
and3_1	4	25.0
xnor2_1	3	26.3
mux2i_1	16	160
edfxtp_1	72	2160
cell type report:
cell class,instances,area [um^2]
fillers,728,3950
multi-input cells,181,1640
flip-flops and latches,107,2990
well taps,129,161
clock buffers,9,124
repair buffers,25,228
clock inverters,7,118
inverters,9,33.8
Power figures rest on the tool's default switching activity, not on a simulated workload.
