$ cat design/flow/config.mk
export PLATFORM = sky130hd
export DESIGN_NAME = sequence_detector
export DESIGN_NICKNAME = sequence_detector
export VERILOG_FILES = /design/flow/design.v
export SDC_FILE = /design/flow/constraint.sdc
export NUM_CORES = 4
export LEC_CHECK = 1
export CORE_AREA = 10 10 70 70
export DIE_AREA = 0 0 80 80
$ cat design/flow/run.sh
#!/bin/bash
# OpenROAD 26Q1-2900-gdf79404cd8, Yosys 0.63+post, stock flow scripts
make -C /OpenROAD-flow-scripts/flow DESIGN_CONFIG=/design/flow/config.mk WORK_HOME=/design/flow/orfs finish
$ cat design/flow/constraint.sdc
current_design sequence_detector

set clk_period 1.1
set clk_io_pct 0.2

create_clock -name clk0 -period $clk_period [get_ports {clk}]

set non_clock_inputs [all_inputs -no_clocks]
set_input_delay [expr $clk_period * $clk_io_pct] -clock clk0 $non_clock_inputs
set_output_delay [expr $clk_period * $clk_io_pct] -clock clk0 [all_outputs]
$ cat design/flow/design.v
module sequence_detector
(
    input logic A,B,
    input logic clr,clk,
    output logic Z 
);
parameter SX0 = 3'b000;
parameter S00 = 3'b001;
parameter S01 = 3'b010;
parameter S011 = 3'b011;
parameter S0111 = 3'b100;
reg [3:0] current_state,next_state;
reg out_mealy=0;
initial begin
    current_state=S00;
    next_state=S00;
end
always @(posedge clk or negedge clr)begin
    if(!clr)begin
        current_state<=S00;
    end
    else begin
        current_state<=next_state;
    end
end
always @(*)begin
    out_mealy = 0;
    case(current_state)
        SX0:
            begin
                if(A==1'b1 && B==1'b1)
                    next_state = S011;
                else if(A==1'b1 && B==1'b0)
                    next_state = SX0;
                else if(A==1'b0 && B==1'b1)
                    next_state = S01;
                else if(A==1'b0 && B==1'b0)
                    next_state = SX0;
            end
        S00:
            begin
                if(A==1'b1 && B==1'b1)
                    next_state = S00;
                else if(A==1'b1 && B==1'b0)
                    next_state = SX0;
                else if(A==1'b0 && B==1'b1)
                    next_state = S01;
                else if(A==1'b0 && B==1'b0)
                    next_state = SX0;
            end
        S01:
            begin
                if(A==1'b1 && B==1'b1)
                    next_state = S0111;
                else if(A==1'b1 && B==1'b0)
                    next_state = SX0;
                else if(A==1'b0 && B==1'b1)
                    next_state = S01;
                else if(A==1'b0 && B==1'b0)
                    next_state = SX0;
            end
        S011:
            begin
                if(A==1'b1 && B==1'b1)
                    next_state = S00;
                else if(A==1'b1 && B==1'b0)begin
                    next_state = S00;
                    out_mealy=1;
                end
                else if(A==1'b0 && B==1'b1)
                    next_state = S01;
                else if(A==1'b0 && B==1'b0)
                    next_state = SX0;
            end
        S0111:
            begin
                if(A==1'b1 && B==1'b1)
                    next_state = S00;
                else if(A==1'b1 && B==1'b0)begin
                    next_state = SX0;
                end
                else if(A==1'b0 && B==1'b1)begin
                    next_state = S00;
                    out_mealy=1;
                end
                else if(A==1'b0 && B==1'b0)begin
                    next_state = SX0;
                    out_mealy=1;
                end
            end
    endcase
    Z=out_mealy;
end
endmodule
==> flow_metrics.env <==
# physical design summary
export IMPL_arrival_ps=1260
export IMPL_vdd_drop_max_v=0.0001378
export IMPL_die_x_um=80
export IMPL_violations="negative setup slack"
export IMPL_syn_mean_instance_area_um2=11.96
export IMPL_fp_util_pct=6.300
export IMPL_p_leak_nw=0.1488
export IMPL_drtIter0Drc=8
export IMPL_worst_slew_pin_slew_ps=168.5
export IMPL_yosys_area_um2=215.2
export IMPL_ys_cells=18
export IMPL_regArea_um2=121.4
export IMPL_ctsLongestPathBuffers=2
export IMPL_grt_overflow_total=0
export IMPL_yosys_warnings=1
export IMPL_dieArea_um2=6400
export IMPL_syn_inst=18
export IMPL_io_buffers=4
export IMPL_power_uw=338.9
export IMPL_cts_tree="yes"
export IMPL_synth_area_um2=215.2
export IMPL_layout_top_cell="buf_4"
export IMPL_grt_usage_pct=1.509
export IMPL_wirelength_um=477
export IMPL_fp_row_count=21
export IMPL_adder_share_pct=0
export IMPL_crit_chain="or3b_4, o22ai_2, buf_2"
export IMPL_fmax_mhz=673.8
export IMPL_grt_pass1_wl_um=814
export IMPL_hold_viol=0
export IMPL_crit_family="simple AND/OR/NAND/NOR gates"
export IMPL_core_area_um2=3416
export IMPL_endpoint_kind="primary output"
export IMPL_cap_violations=0
export IMPL_drc=0
export IMPL_hp_class="in2async"
export IMPL_drv_slew=0
export IMPL_final_cell_mix="buf_4 (5), clkbuf_4 (3), clkdlybuf4s50_1 (3), dlxtn_1 (3)"
export IMPL_ys_ff=6
export IMPL_slowest_delay_ps=400
export IMPL_finalClockPeriodUsage_pct=134.9
export IMPL_antenna_left=0
export IMPL_crit_buf_inv=1
export IMPL_wl_per_cell_um=6.195
export IMPL_cts_buffers=3
export IMPL_unclocked_regs=3
export IMPL_routed_via_density=2.468
export IMPL_ioPinCount=5
export IMPL_yosys_area_share_aoi_pct=24.42
export IMPL_openroad_warnings=28
export IMPL_finalSetupViolations=1
export IMPL_powerDensity_nw_per_um2=906.0
export IMPL_stdcell_area_um2=374.1
export IMPL_utilization_pct=10.95
export IMPL_crit_fanout=2
export IMPL_antennaDiodeCount=0
export IMPL_yosys_area_share_simple_pct=19.19
export IMPL_cts_root_buf="clkbuf_4"
export IMPL_synthTopLogicFamily="AND-OR/OR-AND gates"
export IMPL_synthXorXnorAreaFrac_pct=0
export IMPL_fin_cells=77
export IMPL_drt_pass1_iter_count=2
export IMPL_grt_pass1_vias=188
export IMPL_critical_path_required_ps=880
export IMPL_crit_slowest_cell="or3b_4"
export IMPL_grt_antenna_before_repair=0
export IMPL_path_class="reg2out"
export IMPL_dieHeight_um=80
export IMPL_untimed_endpoints=6
export IMPL_maxSlewHeadroom_pct=88.71
export IMPL_gp_congestion=0.6678
export IMPL_final_comb_area_um2=96.34
export IMPL_fill_cells=400
export IMPL_rsz0062_at_grt="true"
export IMPL_setup_ws_ps=-384.1
export IMPL_outcome="complete, but fails checks"
export IMPL_dpl_instance_area_um2=350.3
export IMPL_cp_start_kind="register"
export IMPL_grt_max_degree=7
export IMPL_area_growth_syn_to_layout_pct=73.84
export IMPL_vias=190
export IMPL_synth_distinct_cells=14
export IMPL_place_inst=73
export IMPL_post_route_min_period_ps=1484
export IMPL_drive_gt1_share_pct=41.94
export IMPL_postCtsHoldBufs=0
export IMPL_ys_sh_mux_pct=0
export IMPL_h_tree_depth=1
export IMPL_clk_pin_slew_worst_paths_ps=40
export IMPL_detailed_place_hpwl_um=352.8
==> cell type report <==
class | count | area share (%)
sequential | 6 | 32.44
multi-input combinational | 12 | 25.75
timing repair buffer | 9 | 19.40
tap | 46 | 15.38
clock buffer | 4 | 7.023
==> power by group <==
group          total [mW]  internal, mW  switching, mW
clock               0.197         0.136         0.0608
combinational      0.0295        0.0189         0.0106
sequential          0.112         0.112       0.000142
total               0.339         0.267         0.0715
==> logic make-up (layout without fill, tap and decap cells) <==
logic type      after synthesis  count (layout)
flops                         3               3
compound gates                6               6
simple gates                  6               6
latches                       3               3
buf+inv                       0              13
==> flip-flops by register name, indices dropped and copies added (netlist names) <==
signal         flops
next_state         3
current_state      3
==> cell usage after synthesis <==
| cell | number | share of area, % |
|---|---|---|
| o211a_1 | 1 | 4.7 |
| dfrtp_1 | 2 | 23 |
| nor2_1 | 1 | 1.7 |
| dfstp_2 | 1 | 12 |
| nand3b_1 | 1 | 3.5 |
| o21ai_0 | 1 | 2.3 |
| o21ba_2 | 1 | 4.7 |
| dlxtn_1 | 3 | 21 |
| nand2_1 | 1 | 1.7 |
| o22ai_2 | 1 | 5.8 |
| o211ai_1 | 1 | 3.5 |
| or3b_1 | 1 | 4.1 |
| nand4b_1 | 2 | 8.1 |
| o21a_1 | 1 | 3.5 |
==> metrics by stage <==
step / hold slack (ps) / TNS, ps / worst slack (ps)
floorplan: -75.59 / -13.54 / -13.54
detailed placement: 412.0 / -591.2 / -591.2
global route: 174.2 / -441.8 / -441.8
finish: 166.9 / -384.1 / -384.1
global placement: 407.2 / -587.5 / -587.5
CTS: 161.9 / -433.4 / -433.4
==> metal layers <==
metal | GRT usage (%) | routed length (um) | vias up
met5 | 0 | 0 | -
met4 | 0.5282 | 10 | 0
met3 | 0.7955 | 44 | 2
met2 | 2.247 | 218 | 4
met1 | 1.808 | 203 | 89
li1 | - | - | 95
==> worst max path at each step <==
stage                                       from  to  cells past startpoint
after global routing  current_state[1]$_DFF_PN0_   Z                      3
after CTS             current_state[1]$_DFF_PN0_   Z                      3
final                 current_state[1]$_DFF_PN0_   Z                      3
==> what timing repair did <==
item	in CTS	in global routing
resized	4	0
setup buffers	0	0
pin swaps	2	1
cloned	0	0
endpoints found under the setup margin	1	1
Power and IR drop assume default switching activity.
