**flow/constraint.sdc**
```tcl
current_design alu_core

set clk_period 20.5
set clk_io_pct 0.2

create_clock -name clk0 -period $clk_period

set non_clock_inputs [all_inputs -no_clocks]
set_input_delay [expr $clk_period * $clk_io_pct] -clock clk0 $non_clock_inputs
set_output_delay [expr $clk_period * $clk_io_pct] -clock clk0 [all_outputs]
```
**flow/config.mk**
```make
export PLATFORM = sky130hd
export DESIGN_NAME = alu_core
export DESIGN_NICKNAME = alu_core
export VERILOG_FILES = /design/flow/design.v
export SDC_FILE = /design/flow/constraint.sdc
export NUM_CORES = 4
export LEC_CHECK = 1
export CORE_UTILIZATION = 30
```
**flow/design.v**
```verilog
module alu_core #(
parameter n = 32
) (
input wire [n-1 : 0] opA,     
opB ,                         
input wire [3 : 0]S ,         
input wire M ,                
Cin ,                         
output reg [n-1 : 0] DO ,     
output reg C ,                
V ,                           
N ,                           
Z                             
);
always@(*) begin
    case ({Cin,M})
        2'b10 : begin
            DO=({(n-1){S[3]}}&opA&opB)|({(n-1){S[2]}}&opA&~opB)|({(n-1){S[1]}}&~opA&opB)|({(n-1){S[0]}}&~opA&~opB);
            C=0;
            V=0;
            N=DO[n-1];
        end
        2'b01 : begin
            {C,DO}={1'b0,opA}+{1'b0,opB};
            V=C^DO[n-1];
            N=DO[n-1];
        end
        2'b11 : begin
            {C,DO}={1'b0,opA}+~{1'b0,opB}+1;
            V=C^DO[n-1];
            N=DO[n-1];
        end
        default :  begin
            DO = 0;
            C = 0;
            V = 0;
            N = 0;
            Z = 1;
        end
    endcase
    Z=(DO==0);
end   
endmodule
```
**flow/run.sh**
```bash
#!/bin/bash
# OpenROAD 26Q1-2900-gdf79404cd8, Yosys 0.63+post, stock flow scripts
make -C /OpenROAD-flow-scripts/flow DESIGN_CONFIG=/design/flow/config.mk WORK_HOME=/design/flow/orfs finish
```
==> flow_results.xml <==
<?xml version="1.0" encoding="UTF-8"?>
<metrics>
  <group name="power_and_ir_drop">
    <metric name="leakage" unit="nW">2.67</metric>
    <metric name="total_power" unit="mW">0.211</metric>
    <metric name="power_report.internal_total" unit="mW">0.0938</metric>
    <metric name="switching_power" unit="mW">0.118</metric>
    <metric name="clock_power_share" unit="">0</metric>
    <metric name="sw_frac_of_total" unit="">0.556</metric>
    <metric name="power.share.sequential" unit="">0</metric>
    <metric name="power.combinational.fraction" unit="">1.000</metric>
    <metric name="vdd.ir_drop.worst" unit="µV">9.93</metric>
    <metric name="p_per_area" unit="mW/mm²">30.7</metric>
  </group>
  <group name="sta">
    <metric name="hold_ws" unit="ps">9370</metric>
    <metric name="maxSlewHeadroom" unit="">0.489</metric>
    <metric name="timing_hold_violations_final" unit="">0</metric>
    <metric name="tightest_slew" unit="ps">765</metric>
    <metric name="max_clock_freq" unit="GHz">0.0775</metric>
    <metric name="report.final.slew_viol_count" unit="">0</metric>
    <metric name="tns" unit="ps">0</metric>
    <metric name="grt_setup_unrepaired" unit="">false</metric>
    <metric name="period_used_share" unit="">0.630</metric>
    <metric name="setup_viol_count_final" unit="">0</metric>
    <metric name="finalWorstPathRequiredPeriod" unit="ps">12910</metric>
  </group>
  <group name="placement">
    <metric name="post-dp-hpwl" unit="mm">17.3</metric>
    <metric name="io_buffer_count" unit="">106</metric>
    <metric name="gp_congestion" unit="">1.01</metric>
    <metric name="postPlaceCellArea" unit="mm²">0.00689</metric>
  </group>
  <group name="route">
    <metric name="detail_route.first_pass.iterations" unit="">6</metric>
    <metric name="num_vias" unit="">6753</metric>
    <metric name="drt-total-wl" unit="mm">22.4</metric>
    <metric name="detail_route.vias_per_cell" unit="">6.10</metric>
    <metric name="diodes" unit="">0</metric>
    <metric name="detail_route.iter0.violations" unit="">594</metric>
    <metric name="route.detailed.wl_per_inst" unit="µm">20.2</metric>
    <metric name="detail_route.wirelength.met1" unit="mm">10.1</metric>
    <metric name="highest_layer" unit="">met4</metric>
    <metric name="drt.antenna.violating_nets" unit="">0</metric>
    <metric name="remaining_drc_errors" unit="">0</metric>
    <metric name="dr_wl_met2" unit="mm">9.84</metric>
    <metric name="dr_wl_met3" unit="mm">1.75</metric>
  </group>
  <group name="die">
    <metric name="fp-utilization" unit="">0.305</metric>
    <metric name="fp.dieW" unit="µm">140</metric>
    <metric name="num_rows" unit="">50</metric>
    <metric name="floorplan.core_area" unit="mm²">0.0186</metric>
    <metric name="die-area" unit="mm²">0.0195</metric>
    <metric name="io_pins" unit="">106</metric>
    <metric name="die_h" unit="µm">140</metric>
  </group>
  <group name="critical_path">
    <metric name="worstSetupEndpointType" unit="">primary output</metric>
    <metric name="start_kind" unit="">input port</metric>
    <metric name="timing_worst_setup_path_type" unit="">input port to primary output</metric>
    <metric name="path_max_fanout" unit="">12</metric>
    <metric name="required" unit="ps">16400</metric>
    <metric name="arrival" unit="ps">8810</metric>
  </group>
  <group name="finish">
    <metric name="syn_to_final_growth" unit="%">21.0</metric>
    <metric name="fraction_of_final_layout_cells_sized_beyond_drive_strength_1" unit="">0.0779</metric>
    <metric name="finish.instance_area" unit="mm²">0.00689</metric>
    <metric name="n_clock_buffer" unit="">0</metric>
    <metric name="layout_top_cell" unit="">clkdlybuf4s50_1</metric>
    <metric name="seqCellArea" unit="µm²">0</metric>
    <metric name="fillers" unit="">1968</metric>
    <metric name="ffs_latches" unit="">0</metric>
    <metric name="utilization" unit="">0.369</metric>
    <metric name="layout_top_cells" unit="">106 x clkdlybuf4s50_1, 75 x nor2_1, 64 x inv_1, 64 x ha_1, 63 x nand2_1</metric>
  </group>
  <group name="cts">
    <metric name="holdBufCountCts" unit="">0</metric>
    <metric name="cts_setup_buffers" unit="">0</metric>
    <metric name="postCtsResizedCells" unit="">0</metric>
  </group>
  <group name="min_path">
    <metric name="timing.hold.worst_endpoint" unit="">DO[0]</metric>
    <metric name="hold_path_depth" unit="">5</metric>
    <metric name="hold_crit_class" unit="">input port to primary output</metric>
    <metric name="hold_path_startpoint" unit="">opA[0]</metric>
  </group>
  <group name="grt">
    <metric name="grt_antenna_before_repair" unit="">0</metric>
    <metric name="grt_pass1_vias" unit="">6184</metric>
    <metric name="groute.usage.overall" unit="">0.227</metric>
    <metric name="grt_max_degree" unit="">37</metric>
    <metric name="wire_length_of_the_first_global_routing_pass" unit="mm">34.5</metric>
    <metric name="grt.overflow.total" unit="">0</metric>
  </group>
  <group name="yosys">
    <metric name="synth.area.mux_share" unit="">0.149</metric>
    <metric name="mappedNetlistArea" unit="mm²">0.00569</metric>
    <metric name="yosysWarningCount" unit="">1</metric>
    <metric name="postSynthCellCount" unit="">816</metric>
    <metric name="ys_area" unit="mm²">0.00569</metric>
    <metric name="ys_cells" unit="">816</metric>
    <metric name="yosys.area_share.aoi" unit="">0.330</metric>
    <metric name="synth.top_cells.by_area" unit="">ha_1 14%, mux4_2 12%, a21oi_1 5.3%</metric>
    <metric name="post-synth-top-area-fraction" unit="">0.141</metric>
    <metric name="yosys.area_share.xor_xnor" unit="">0.0292</metric>
    <metric name="synth-simple-area-share" unit="">0.257</metric>
    <metric name="synthesis.area_per_instance" unit="µm²">6.98</metric>
    <metric name="netlist-cell-type-count" unit="">81</metric>
    <metric name="synth.yosys.seq_area_share" unit="">0</metric>
    <metric name="synth_top_cell_by_area" unit="">ha_1</metric>
    <metric name="logic_family" unit="">AND-OR/OR-AND gates</metric>
    <metric name="ys_sh_adder" unit="">0.148</metric>
  </group>
  <group name="job">
    <metric name="maxCapViolCount" unit="">0</metric>
    <metric name="openroad.warnings" unit="">64</metric>
  </group>
  <group name="outcome">
    <metric name="run_status" unit="">finished, final reports clean</metric>
  </group>
</metrics>
==> cells in the mapped netlist (7+ instances only) <==
master,number
nand3_1,26
nor3_1,24
o21a_1,16
nand2_1,63
a21o_1,10
or3_1,9
o211ai_1,12
o21ai_0,42
a31oi_1,8
nor4_1,17
nor2b_1,13
nand2b_1,14
inv_1,64
o21ai_1,9
a211oi_1,14
nor2_1,76
o31ai_1,12
mux2i_1,14
clkbuf_1,42
nand4_1,15
xnor2_1,14
a21oi_1,60
mux4_2,31
a211o_1,7
ha_1,64
buf_2,16
and3_1,7
==> per-stage QoR <==
stage / worst slack, ps / cells
floorplan: 9580 / 816
global placement: 7580 / 1107
detailed placement: 7680 / 1107
CTS: 7650 / 1107
global route: 7180 / 1107
finish: 7590 / 1107
==> cell type report <==
cell class	instances	area, µm²	area share
Multi-Input combinational cell	689	5200	0.755
Timing Repair Buffer	117	1140	0.166
Tap cell	234	293	0.0425
Inverter	67	251	0.0365
==> worst max-delay path by stage <==
stage	start	to	depth (start not counted)	slack (ps)
4_1_cts	opB[10]	Z	15	7650
5_1_grt	opB[10]	Z	15	7180
6_report	opB[10]	Z	15	7590
==> logic make-up (layout without fill, tap and decap cells) <==
group	Yosys count	in the layout
multiplexers	46	46
XOR/XNOR	19	19
adder cells (fa/ha/maj)	66	66
buffers and inverters	127	184
AND-OR/OR-AND	267	267
AND/OR/NAND/NOR	291	291
==> power groups by stage <==
stage	clock, mW	combinational, mW	sequential [mW]
4_1_cts	0	0.209	0
5_1_grt	0	0.228	0
6_report	0	0.211	0
==> worst max-delay path, stage by stage <==
cell and delay (ps):
clkdlybuf4s50_1 520, inv_1 60, ha_1 570, inv_1 80, a21oi_1 480, o31ai_1 190
a2111oi_0 600, a21oi_1 250, o211ai_1 250, nand4_1 190, nor4_1 280, nor4b_1 430
nand2_1 210, nor3_2 130, clkdlybuf4s50_1 480
==> metal layers <==
layer	vias to the layer above	track usage
li1	3200	-
met1	3129	0.338
met2	368	0.349
met3	56	0.0273
met4	0	0.0602
met5	-	0
No activity file was given, so power comes from the tool's default toggle rates.
